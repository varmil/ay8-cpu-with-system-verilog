File: design/flow/run.sh
#!/bin/bash
# OpenROAD 26Q1-2900-gdf79404cd8, Yosys 0.63+post, stock flow scripts
make -C /OpenROAD-flow-scripts/flow DESIGN_CONFIG=/design/flow/config.mk WORK_HOME=/design/flow/orfs finish
File: design/flow/constraint.sdc
current_design Circuit74181

set clk_period 5.0
set clk_io_pct 0.2

create_clock -name clk0 -period $clk_period

set non_clock_inputs [all_inputs -no_clocks]
set_input_delay [expr $clk_period * $clk_io_pct] -clock clk0 $non_clock_inputs
set_output_delay [expr $clk_period * $clk_io_pct] -clock clk0 [all_outputs]
File: design/flow/config.mk
export PLATFORM = sky130hd
export DESIGN_NAME = Circuit74181
export DESIGN_NICKNAME = Circuit74181
export VERILOG_FILES = /design/flow/design.v
export SDC_FILE = /design/flow/constraint.sdc
export NUM_CORES = 4
export LEC_CHECK = 1
export CORE_AREA = 10 10 70 70
export DIE_AREA = 0 0 80 80
File: design/flow/design.v
module Circuit74181 (S, A, B, M, CNb, F, X, Y, CN4b, AEB);
  input [3:0] A, B, S;
  input CNb, M;
  output [3:0] F;
  output AEB, X, Y, CN4b;
  TopLevel74181 Ckt74181 (S, A, B, M, CNb, F, X, Y, CN4b, AEB);
endmodule  
module TopLevel74181 (S, A, B, M, CNb, F, X, Y, CN4b, AEB);
  input [3:0] A, B, S;
  input CNb, M;
  output [3:0] F;
  output AEB, X, Y, CN4b;
  wire [3:0] E, D, C, Bb;
  Emodule Emod1 (A, B, S, E, Bb);
  Dmodule Dmod2 (A, B, Bb, S, D);
  CLAmodule CLAmod3(E, D, CNb, C, X, Y, CN4b);
  Summodule Summod4(E, D, C, M, F, AEB);
endmodule  
module Emodule (A, B, S, E, Bb);
  input [3:0] A, B, S;
  output [3:0] E, Bb;
  wire [3:0]  ABS3, ABbS2;
  not Bb0gate(Bb[0], B[0]);
  not Bb1gate(Bb[1], B[1]);
  not Bb2gate(Bb[2], B[2]);
  not Bb3gate(Bb[3], B[3]);
  and ABS30gate(ABS3[0], A[0], B[0], S[3]);
  and ABS31gate(ABS3[1], A[1], B[1], S[3]);
  and ABS32gate(ABS3[2], A[2], B[2], S[3]);
  and ABS33gate(ABS3[3], A[3], B[3], S[3]);
  and ABbS20gate(ABbS2[0], A[0], Bb[0], S[2]);
  and ABbS21gate(ABbS2[1], A[1], Bb[1], S[2]);
  and ABbS22gate(ABbS2[2], A[2], Bb[2], S[2]);
  and ABbS23gate(ABbS2[3], A[3], Bb[3], S[2]);
  nor E0gate(E[0], ABS3[0], ABbS2[0]);
  nor E1gate(E[1], ABS3[1], ABbS2[1]);
  nor E2gate(E[2], ABS3[2], ABbS2[2]);
  nor E3gate(E[3], ABS3[3], ABbS2[3]);
endmodule  
module Dmodule (A, B, Bb, S, D);
  input [3:0] A, B, Bb, S;
  output [3:0] D;
  wire [3:0]  BbS1, BS0;
  and BbS10gate(BbS1[0], Bb[0], S[1]);
  and BbS11gate(BbS1[1], Bb[1], S[1]);
  and BbS12gate(BbS1[2], Bb[2], S[1]);
  and BbS13gate(BbS1[3], Bb[3], S[1]);
  and BS00gate(BS0[0], B[0], S[0]);
  and BS01gate(BS0[1], B[1], S[0]);
  and BS02gate(BS0[2], B[2], S[0]);
  and BS03gate(BS0[3], B[3], S[0]);
  nor D0gate(D[0], BbS1[0], BS0[0], A[0]);
  nor D1gate(D[1], BbS1[1], BS0[1], A[1]);
  nor D2gate(D[2], BbS1[2], BS0[2], A[2]);
  nor D3gate(D[3], BbS1[3], BS0[3], A[3]);
endmodule  
module CLAmodule(Gb, Pb, CNb, C, X, Y, CN4b);
  input [3:0] Gb, Pb;
  input CNb;
  output [3:0] C;
  output X, Y, CN4b;
  not C0gate(C[0], CNb);
  buf Pb0gate(Pb0, Pb[0]);
  and CNbGb0gate(CNbGb0, CNb, Gb[0]);
  buf Pb1gate(Pb1, Pb[1]);
  and Pb0Gb1gate(Pb0Gb1, Pb[0], Gb[1]);
  and CNbGb01gate(CNbGb01, CNb, Gb[0], Gb[1]);
  buf Pb2gate(Pb2, Pb[2]);
  and Pb1Gb2gate(Pb1Gb2, Pb[1], Gb[2]);
  and Pb0Gb12gate(Pb0Gb12, Pb[0], Gb[1], Gb[2]);
  and CNbGb012gate(CNbGb012, CNb, Gb[0], Gb[1], Gb[2]);
  buf Pb3gate(Pb3, Pb[3]);
  and Pb2Gb3gate(Pb2Gb3, Pb[2], Gb[3]);
  and Pb1Gb23gate(Pb1Gb23, Pb[1], Gb[2], Gb[3]);
  and Pb0Gb123gate(Pb0Gb123, Pb[0], Gb[1], Gb[2], Gb[3]);
  nand Xgate(X, Gb[0], Gb[1], Gb[2], Gb[3]);
  nor Ygate(Y, Pb3,Pb2Gb3,Pb1Gb23,Pb0Gb123);
  nand XCNbgate(XCNb, Gb[0], Gb[1], Gb[2], Gb[3], CNb);
  nand CN4bgate(CN4b, Y, XCNb);
  nor C3gate(C[3], Pb2, Pb1Gb2, Pb0Gb12, CNbGb012);
  nor C2gate(C[2], Pb1, Pb0Gb1, CNbGb01);
  nor C1gate(C[1], Pb0, CNbGb0);
endmodule  
module Summodule(E, D, C, M, F, AEB);
  input [3:0] E, D, C;
  input M;
  output [3:0] F;
  output AEB;
  wire [3:0] EXD, CM;
  xor EXD0gate(EXD[0], E[0], D[0]);
  xor EXD1gate(EXD[1], E[1], D[1]);
  xor EXD2gate(EXD[2], E[2], D[2]);
  xor EXD3gate(EXD[3], E[3], D[3]);
  or CM0gate(CM[0], C[0], M);
  or CM1gate(CM[1], C[1], M);
  or CM2gate(CM[2], C[2], M);
  or CM3gate(CM[3], C[3], M);
  xor F0gate(F[0], EXD[0], CM[0]);
  xor F1gate(F[1], EXD[1], CM[1]);
  xor F2gate(F[2], EXD[2], CM[2]);
  xor F3gate(F[3], EXD[3], CM[3]);
  or AEBgate(AEB, F[0], F[1], F[2], F[3]);
endmodule  
==> impl_metrics.json <==
{
  "rows": 21,
  "drt_first_pass_iters": 4,
  "die_width_microns": 80,
  "finalCritPeriodShare_pct": 82.3,
  "worst-path-stages": 7,
  "worst_slew_margin_rel_pct": 77.2,
  "critical-path-top-delay-family": "buffers and inverters",
  "grt_pass1_vias": 487,
  "ys_types": 26,
  "placed_cell_area_sq_um": 691,
  "antenna_cells": 0,
  "io_pins": 22,
  "cts_resized": 0,
  "cts_setup_buffers": 0,
  "antenna_found_initial": 0,
  "p_int_mw": 0.0428,
  "irDropWorstVdd_v": 0.0000450,
  "drive_gt1_share_pct": 10.4,
  "cp_slowest_cell": "clkdlybuf4s50_1",
  "rsz0062_at_grt": "no",
  "hold_violations": 0,
  "hpwl_microns": 1180,
  "warnings": 32,
  "chipArea_sq_um": 6400,
  "finalSetupTns_ps": 0,
  "place_ws_ps": 885,
  "crit_arrival_ps": 3110,
  "fmax_mhz": 243,
  "critPathMaxFanout": 6,
  "clock_buffer_count": 0,
  "max_cap_viol_count": 0,
  "p_sw_mw": 0.0261,
  "wl_microns": 1320,
  "synthCells": 55,
  "clkPwrFrac_pct": 0,
  "fp_util_pct": 12.1,
  "finalMaxSlewViolations": 0,
  "vias_per_cell": 3.86,
  "ys_warn_count": 14,
  "synthesis.area_sq_um": 413,
  "crit_path_max_incr_delay_ps": 600,
  "die_h_microns": 80,
  "area_growth_pct": 67.3,
  "synthTopCellsByCount": "6 x inv_1, 6 x nand2_1, 5 x o21ai_0",
  "p_leak_nw": 0.261,
  "p_comb_share_pct": 100.0,
  "ys_cells": 55,
  "seq_cells": 0,
  "top_area_cell": "mux4_1",
  "seqPwrFrac_pct": 0,
  "coreArea_sq_um": 3420,
  "cp-start-kind": "input port",
  "grt_pass1_wl_microns": 2220,
  "crit_type": "input port to primary output",
  "first_iter_violations": 47,
  "avgSynthCellArea_sq_um": 7.51,
  "hold_path_depth": 4,
  "critical_path_buf_inv_count": 2,
  "gr-total-overflow": 0,
  "crit_top_cell": "clkdlybuf4s50_1",
  "dp.cells": 123,
  "regArea_sq_um": 0,
  "gp_routability_congestion": 0.849,
  "route.vias.total": 475,
  "port_buffers": 22,
  "cts-hold-fix-buffers": 0,
  "wl_per_cell_microns": 10.7,
  "hold_class": "input port to primary output",
  "sw_frac_of_total_pct": 37.9,
  "worst_pin_slew_ps": 336,
  "yosys.stat.seqShare_pct": 0,
  "final-setup-viol-count": 0,
  "power.density_nw_per_um2": 99.8,
  "status": "finished clean",
  "final_cells": 123,
  "stdcell_area_sq_um": 691,
  "required_ps": 4000,
  "yosysChipArea_sq_um": 413,
  "netlist.area_leader.share_pct": 12.7,
  "drcViolationCount": 0,
  "min_period_ps": 4110,
  "topCellsByArea": "mux4_1 13%, mux2_2 11%, nand2b_1 6.1%, o21ai_0 6.1%, inv_1 5.5%",
  "crit_chain": "clkdlybuf4s50_1 -> mux2_4 -> a211oi_2 -> o311ai_1 -> a21oi_1 -> nand4bb_1 -> clkdlybuf4s50_1",
  "groute.usage.overall_pct": 4.03,
  "grt_max_degree": 8,
  "final_antenna_net_count": 0,
  "crit_path_end_kind": "primary output",
  "layout_setup_ws_ps": 886
}
==> path summary, 6_finish.rpt <==
kind	slack (ps)	end	startpoint
setup / recovery	890	AEB	B[1]
hold / removal	3020	X	A[3]
==> cells in the final DEF, fill, tap and decap left out <==
| cell type | Yosys | layout |
|---|---|---|
| clkdlybuf4s50_1 | 0 | 22 |
| inv_1 | 6 | 6 |
| nand2_1 | 6 | 6 |
| o21ai_0 | 5 | 5 |
| nand2b_1 | 4 | 4 |
| a21oi_1 | 4 | 4 |
| mux2_2 | 4 | 4 |
| nor2_1 | 2 | 2 |
| a211oi_1 | 2 | 2 |
| nand3_1 | 2 | 2 |
| xor2_1 | 2 | 2 |
| mux4_1 | 2 | 2 |
| nand4b_1 | 2 | 2 |
| o22a_1 | 1 | 1 |
| mux2_4 | 1 | 1 |
| a211oi_2 | 1 | 1 |
| o31ai_1 | 1 | 1 |
| nor2b_1 | 1 | 1 |
| a21o_1 | 1 | 1 |
| nor2_2 | 1 | 1 |
| and2_1 | 1 | 1 |
| and2b_1 | 1 | 1 |
| o311ai_2 | 1 | 1 |
| xnor2_1 | 1 | 1 |
| o311ai_1 | 1 | 1 |
| mux2i_1 | 1 | 1 |
| nand4bb_1 | 1 | 1 |
==> metal layers <==
layer | wire length (microns) | global-route usage, %
met5 | 0 | 0
met4 | 0 | 0
met3 | 149 | 1.48
met2 | 470 | 5.70
met1 | 696 | 5.98
==> power groups by stage <==
stage	registers, mW	clock network (mW)	logic, mW
global route	0	0	0.0766
CTS	0	0	0.0700
finish	0	0	0.0689
==> tightest hold or removal path: stages <==
cell	delay, ps
clkdlybuf4s50_1	440
nand2_1	110
nand2b_1	70
clkdlybuf4s50_1	400
==> area by class of cell <==
class	instances	area, sq um
tap	46	57.6
timing repair buffer	22	220
inverter	6	22.5
fill	397	2730
multi-input combinational	49	390
==> metrics by stage <==
step / hold slack (ps) / utilization, % / power (mW)
finish: 3020 / 20.2 / 0.0689
global route: 3100 / 20.2 / 0.0766
CTS: 3040 / 20.2 / 0.0700
detailed placement: 3040 / 20.2 / 0.0696
global placement: 3030 / 20.2 / 0.0692
floorplan: 2090 / - / 0.0301
==> cells by family (layout without fill, tap and decap cells) <==
| logic type | Yosys count | after routing | share of synthesized area, % |
|---|---|---|---|
| AND-OR/OR-AND | 17 | 17 | 29.4 |
| AND/OR/NAND/NOR | 21 | 21 | 29.1 |
| multiplexers | 8 | 8 | 29.7 |
| buffers and inverters | 6 | 28 | 5.45 |
| XOR/XNOR | 3 | 3 | 6.36 |
No activity file was given, so power comes from the tool's default toggle rates.
