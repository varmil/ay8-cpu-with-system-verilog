==> /design/flow/design.v <==
module SevenSegDecoder(input logic CLK, input logic RST, input logic [7:0] in, output logic [7:0] HEXHigh, output logic [7:0] HEXLow);
  always_comb begin
    case (in[3:0])
      4'h0 : HEXLow = 8'b1100_0000;
      4'h1 : HEXLow = 8'b1111_1001;
      4'h2 : HEXLow = 8'b1010_0100;
      4'h3 : HEXLow = 8'b1011_0000;
      4'h4 : HEXLow = 8'b1001_1001;
      4'h5 : HEXLow = 8'b1001_0010;
      4'h6 : HEXLow = 8'b1000_0010;
      4'h7 : HEXLow = 8'b1101_1000;
      4'h8 : HEXLow = 8'b1000_0000;
      4'h9 : HEXLow = 8'b1001_0000;
      4'ha : HEXLow = 8'b0000_1000;
      4'hb : HEXLow = 8'b0000_0011;
      4'hc : HEXLow = 8'b1010_0111;
      4'hd : HEXLow = 8'b1010_0001;
      4'he : HEXLow = 8'b0000_0110;
      4'hf : HEXLow = 8'b1000_1110;
    endcase
  end
  always_comb begin
    case (in[7:4])
      4'h0 : HEXHigh = 8'b1100_0000;
      4'h1 : HEXHigh = 8'b1111_1001;
      4'h2 : HEXHigh = 8'b1010_0100;
      4'h3 : HEXHigh = 8'b1011_0000;
      4'h4 : HEXHigh = 8'b1001_1001;
      4'h5 : HEXHigh = 8'b1001_0010;
      4'h6 : HEXHigh = 8'b1000_0010;
      4'h7 : HEXHigh = 8'b1101_1000;
      4'h8 : HEXHigh = 8'b1000_0000;
      4'h9 : HEXHigh = 8'b1001_0000;
      4'ha : HEXHigh = 8'b0000_1000;
      4'hb : HEXHigh = 8'b0000_0011;
      4'hc : HEXHigh = 8'b1010_0111;
      4'hd : HEXHigh = 8'b1010_0001;
      4'he : HEXHigh = 8'b0000_0110;
      4'hf : HEXHigh = 8'b1000_1110;
    endcase
  end
endmodule
==> /design/flow/constraint.sdc <==
current_design SevenSegDecoder

set clk_period 2.2
set clk_io_pct 0.2

create_clock -name clk0 -period $clk_period

set non_clock_inputs [all_inputs -no_clocks]
set_input_delay [expr $clk_period * $clk_io_pct] -clock clk0 $non_clock_inputs
set_output_delay [expr $clk_period * $clk_io_pct] -clock clk0 [all_outputs]
==> /design/flow/run.sh <==
#!/bin/bash
# OpenROAD 26Q1-2900-gdf79404cd8, Yosys 0.63+post, stock flow scripts
make -C /OpenROAD-flow-scripts/flow DESIGN_CONFIG=/design/flow/config.mk WORK_HOME=/design/flow/orfs finish
==> /design/flow/config.mk <==
export PLATFORM = sky130hd
export DESIGN_NAME = SevenSegDecoder
export DESIGN_NICKNAME = SevenSegDecoder
export VERILOG_FILES = /design/flow/design.v
export SDC_FILE = /design/flow/constraint.sdc
export NUM_CORES = 4
export LEC_CHECK = 1
export CORE_AREA = 10 10 70 70
export DIE_AREA = 0 0 80 80
==> summary.txt <==
Outcome: completed
HP Class: in2out
Startpoint types: input port
Worst vdd ir: 0.0515 mV
First-pass GRT wire length: 2600 µm
DIE HEIGHT: 80 µm
Total number of yosys warnings: 1
Port Buf Inserts: 24
Count of tool warnings: 43
Top-level I/O count: 26
Core Box Area: 3420 µm²
Fin util: 0.268
Initial antenna violation count: 0
Ant. Diodes: 0
Cell count after synthesis: 59
Overflow after GRT: 0
Dominant cell area share: 0.268
Max-cap viol count: 0
Crit path kind: in2out
Syn avg cell area: 7.91 µm²
Busiest grt layer: met2
Sequential area share after synthesis: 0
Final setup viols: 0
CP required: 1.76 ns
Final hold violation count: 0
Max Clk Rate: 0.465 GHz
Clock buf count: 0
Flop area: 0 µm²
Area growth syn-to-layout: 96.0%
Rel. slew slack: 0.865
Most common logic cells in the final layout: buf_4, nand2_1, dlygate4sd2_1, nor2_1, clkdlybuf4s50_1
LEAKAGE: 0.452 nW
Crit path DAT: 1.71 ns
Routed Antenna Nets: 0
DP Cell Count: 140
Met1 Use GR: 0.0584
Post-DP HPWL: 1230 µm
Period utilization: 0.978
Avg Vias per Cell: 3.95
Seq_cells: 0
WL/cell: 10.7 µm
Top cell excl fill/tap: buf_4
M3 GR Usage: 0.0182
Post-layout minimum cycle time: 2.15 ns
Share of cells above drive strength 1: 0.344
Global placement routability congestion: 0.780
Cell Type Count: 19
Yosys stat cell total: 59
PD cells: 165 nW/µm²
Non-filler cells, final: 142
Final WL: 1520 µm
Die Size: 6400 µm²
Pins over their slew limit: 0
DRC: 0
Max Fanout on Critical Path: 6
Die X: 80 µm
Crit end category: output pin
Largest net degree at the start of global routing: 9
Core Util at FP: 0.137
Row count: 21
Met2 Use GR: 0.0811
RSZ-0062 raised after global routing: true
Vias post-DR: 561
Yosys stat area: 467 µm²
TritonRoute pass-1 iters: 2
Worst slew pin tran: 0.201 ns
Synthesized area: 467 µm²
DRT iter0 DRCs: 29
Yosys top cell by area: ha_1
Tot GR Track Use: 0.0474
Vias in the first global route: 592
Synth top area cells: ha_1, mux4_1, mux4_2, mux2i_1, nand2_1
power by group:
| group | switching, mW | internal [mW] |
|---|---|---|
| registers | 0 | 0 |
| logic | 0.0574 | 0.0939 |
| clock network | 0 | 0 |
| total | 0.0574 | 0.0939 |
critical path: stages:
cell and delay, ns:
clkdlybuf4s15_1 0.19, buf_4 0.17, ha_2 0.18, buf_4 0.13, a21oi_1 0.14, nor2_1 0.06
clkdlybuf4s50_1 0.41
timing repair:
item | CTS | global route
hold endpoints to repair | 0 | 0
gates resized | 33 | 7
pin swaps | 4 | 3
hold buffers | 0 | 0
setup buffers | 1 | 0
cloned | 1 | 0
endpoints found under the setup margin | 16 | 7
final timing paths:
| check | startpoint | to | slack, ns | depth (start not counted) |
|---|---|---|---|---|
| setup / recovery | in[5] | HEXHigh[6] | 0.05 | 7 |
| hold / removal | in[1] | HEXLow[1] | 1.35 | 4 |
Yosys cell counts, drive strengths merged:
library cell   n
o22ai          1
nor2           7
nand2b         1
or3            1
o21ai          6
ha            10
nor3           1
buf            4
a21oi          2
mux4           4
nand2          9
a31o           1
a32o           2
inv            6
mux2i          4
metal layers:
metal	routed length, µm	vias to the layer above
li1	-	287
met1	702	262
met2	689	12
met3	132	0
met4	0	0
met5	0	-
kinds of logic (layout without fill, tap and decap cells):
kind of cell | count (synthesis) | count (layout) | share of synthesized area
AND/OR/NAND/NOR | 19 | 19 | 0.166
AND-OR/OR-AND | 12 | 12 | 0.161
adder cells (fa/ha/maj) | 10 | 10 | 0.268
buffers and inverters | 10 | 47 | 0.110
multiplexers | 8 | 8 | 0.295
through the flow:
step                hold WS [ns]  power [mW]  setup WS, ns  setup TNS [ns]  area (µm²)
global route                1.39       0.169       -0.0164         -0.0164         915
global placement            2.01       0.153        -0.460           -4.50         848
CTS                         1.55       0.154     0.0000888               0         898
floorplan                  0.915      0.0568         0.550               0         467
detailed placement          2.00       0.154        -0.467           -4.53         848
finish                      1.35       0.151        0.0479               0         915
cell type report:
type	instances	area [µm²]
fill	365	2500
inverter	6	22.5
multi-input combinational	49	463
tap	46	57.6
timing repair buffer	41	372
Power and IR drop assume default switching activity.
