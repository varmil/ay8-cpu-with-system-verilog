File: flow/design.v
module ClockDivider(input logic CLK, input logic RST, output logic dividedCLK);
  parameter DIVIDE = 23'd5000000;
  logic [22:0] tmpCount;
  always_ff @ (posedge CLK, negedge RST) begin
    if (!RST) begin
      tmpCount <= 0;
      dividedCLK <= 0;
    end
    else if (tmpCount == DIVIDE) begin
      tmpCount <= 0;
      dividedCLK <= ~dividedCLK;
    end
    else
      tmpCount <= tmpCount + 1;
  end
endmodule
File: flow/run.sh
#!/bin/bash
# OpenROAD 26Q1-2900-gdf79404cd8, Yosys 0.63+post, stock flow scripts
make -C /OpenROAD-flow-scripts/flow DESIGN_CONFIG=/design/flow/config.mk WORK_HOME=/design/flow/orfs finish
File: flow/config.mk
export PLATFORM = sky130hd
export DESIGN_NAME = ClockDivider
export DESIGN_NICKNAME = ClockDivider
export VERILOG_FILES = /design/flow/design.v
export SDC_FILE = /design/flow/constraint.sdc
export NUM_CORES = 4
export LEC_CHECK = 1
export CORE_AREA = 10 10 97 97
export DIE_AREA = 0 0 107 107
File: flow/constraint.sdc
current_design ClockDivider

set clk_period 5.4
set clk_io_pct 0.2

create_clock -name clk0 -period $clk_period [get_ports {CLK}]

set non_clock_inputs [all_inputs -no_clocks]
set_input_delay [expr $clk_period * $clk_io_pct] -clock clk0 $non_clock_inputs
set_output_delay [expr $clk_period * $clk_io_pct] -clock clk0 [all_outputs]
==> job_summary.md <==
## Synthesis and layout report

| Metric | Value |
|---|---|
| Top cell family by delay on the critical path | buffers and inverters |
| Congestion Overflow GR | 0 |
| CTS max path bufs | 2 |
| Worst setup SP type | flip-flop |
| Ys Warns | 1 |
| Slew @ Worst Pin | 758 ps |
| Post-cts hold buffer count | 0 |
| PortBufs | 2 |
| DP Worst Slack | 3360 ps |
| Initial antenna violation count | 0 |
| PwrDens | 218 nW/µm² |
| Crit path max fanout | 2 |
| Drt drc | 0 |
| WL final | 2110 µm |
| Layout Skew | 3.58 ps |
| Total tool warning count | 26 |
| Total power | 304 µW |
| Vias per Instance | 3.81 |
| Final setup fails | 0 |
| DR pass1 iterations | 4 |
| Yosys stat area | 1190 µm² |
| Clock latency (worst-skew pair) | 260 ps |
| Via Count | 808 |
| Slowest Stage Delay on Critical Path | 490 ps |
| Relative slew slack | 49.1% |
| VDD IR max | 0.0790 mV |
| Post-place instance area | 1340 µm² |
| Stages on the worst setup path | 1 |
| Worst min-delay path class | flip-flop to flip-flop |
| Vias in the first global route | 805 |
| Final WS setup | 3170 ps |
| Cells in synth_stat.txt | 107 |
| Post-route ant nets | 0 |
| HPWL after DPL | 1500 µm |
| # H-tree levels | 1 |
| Buf/Inv on CP | 1 |
| Clk pin slew, worst setup/hold paths | 80 ps |
| CTS Buf Count | 3 |
| Sequential share of power | 59.1% |
| Worst path cell trace | clkdlybuf4s50_1 |
| Total of max-cap violations | 0 |
| Clock Sinks | 24 |
| Post_cts resized | 0 |
| Combinational share of power | 1.5% |
| Final Max Slew Viols | 0 |
| Root Driver | clkbuf_8 |
| Fin area | 1390 µm² |
| Sw Pwr | 58.0 µW |
| Die Y-Extent | 107 µm |
| Dominant logic cell type in the layout | dfrtp_1 |
| Flops after synth | 24 |
| Placer congestion estimate | 0.807 |
| Clock power frac | 39.4% |
| Hold Crit Depth | 1 |
| Fin. Hold Viols | 0 |
| Cells after Synth | 107 |
| Cell depth of the worst flop-to-flop path | 6 |
| Fmax | 449 MHz |
| First-pass GRT wire length | 3920 µm |
| Slowest cell on the critical path | clkdlybuf4s50_1 |
| Drt wl/cell | 9.97 µm |
| Post-synth top area cell | dfrtp_1 |
| Row cnt | 31 |
| Register share after synthesis | 50.3% |
| Final Critical Period | 2230 ps |
| Hold_ws | 505 ps |
| Setup Buffers After CTS | 0 |
| Cell Type Count | 27 |
| Arr. time, crit path | 1150 ps |
| Final period util | 41.2% |
| Global Route Usage Sum | 4.03% |
| Top cells by area | dfrtp_1 50%, xnor2_1 8.8%, xor2_1 4.4%, nand4_1 4.2%, nor4_4 3.6% |
| Cell Int Power | 246 µW |
| Post-Syn Area | 1190 µm² |
| Outcome | completed |
| I/O pin cnt | 3 |
| Crit Path Class | flip-flop to output pin |
| Diodes inserted | 0 |
| Layout cells sized above 1 | 11.5% |
| Sw Ratio | 19.1% |
| RSZ-0062 raised after global routing | no |
| Die footprint | 11,400 µm² |
| Worst R2R Setup Slack | 3330 ps |
| Mapped Avg Cell Area | 11.2 µm² |
| Most frequent logic cells in the routed design | 24 x dfrtp_1, 12 x xnor2_1, 11 x nor2_1 |
| Worst path required time | 4320 ps |
| Core area | 7290 µm² |
| Largest net degree at the start of global routing | 25 |
| Lkg Pwr | 0.000586 µW |
| Setup tns final | 0 ps |
| CTS tree | built |
| Die Span X | 107 µm |
| Area leader share | 50.3% |
| Syn-to-layout area delta | 16.3% |
| Fp_density | 16.4% |
| Crit end category | output pin |
| Initial DRC count | 60 |
[through the flow]
stage	util, %	instances
floorplan	-	107
global placement	18.3	208
detailed placement	18.3	208
CTS	19.1	212
global route	19.1	212
finish	19.1	212
[kinds of logic after synthesis]
family	share of synthesized area [%]
fa+ha+maj	2.09
xor+xnor	14.6
flops	50.3
buf+inv	1.57
compound gates	2.09
simple gates	29.4
[power groups by stage]
| stage | logic, µW | clock network, µW | registers [µW] |
|---|---|---|---|
| CTS | 4.84 | 124 | 180 |
| global route | 5.31 | 134 | 180 |
| finish | 4.42 | 120 | 180 |
[synthesized netlist by cell type]
cell type,instances
nor4bb_1,1
ha_1,2
dfrtp_1,24
a21oi_1,2
xnor2_1,12
or2b_1,1
nor4b_1,2
inv_1,2
a2111oi_2,1
nand3_1,5
or2_2,1
and4_1,4
nand2_2,1
buf_6,1
xor2_2,1
nor4_4,2
nor2_1,11
nor3_1,3
nor2b_1,1
nor4_1,3
nand2_1,7
and2_1,2
nor2_2,1
and3_1,2
nand4_1,8
xor2_1,6
and4bb_2,1
[path summary, 6_finish.rpt]
check,end,start
min reg2reg,dividedCLK,dividedCLK
min in group asynchronous,dividedCLK,RST
min,dividedCLK,dividedCLK
max,dividedCLK,dividedCLK
max in group asynchronous,tmpCount[0],RST
max reg2reg,tmpCount[22],tmpCount[0]
[layout make-up]
class | count | area [µm²]
Tap cell | 99 | 124
Multi-Input combinational cell | 80 | 576
Timing Repair Buffer | 3 | 27.5
Fill cell | 816 | 5900
Sequential cell | 24 | 601
Clock buffer | 4 | 55.1
Inverter | 2 | 7.51
[per-layer routing]
metal | up-vias | global-route usage (%) | routed length (µm)
li1 | 394 | - | -
met5 | - | 0 | 0
met2 | 15 | 5.75 | 873
met3 | 0 | 1.39 | 119
met1 | 399 | 5.89 | 1120
met4 | 0 | 0.484 | 0
[sequential cells by signal (all words and copies together) (netlist names)]
signal and flops:
dividedCLK 1, tmpCount 23
Power is estimated from default activity; no workload was simulated.
